--- ./constraint.sdc ---
current_design inst_mem

set clk_period 1.0
set clk_io_pct 0.2

create_clock -name clk0 -period $clk_period

set non_clock_inputs [all_inputs -no_clocks]
set_input_delay [expr $clk_period * $clk_io_pct] -clock clk0 $non_clock_inputs
set_output_delay [expr $clk_period * $clk_io_pct] -clock clk0 [all_outputs]
--- ./run.sh ---
#!/bin/bash
# OpenROAD 26Q1-2900-gdf79404cd8, Yosys 0.63+post, stock flow scripts
make -C /OpenROAD-flow-scripts/flow DESIGN_CONFIG=/design/flow/config.mk WORK_HOME=/design/flow/orfs finish
--- ./config.mk ---
export PLATFORM = sky130hd
export DESIGN_NAME = inst_mem
export DESIGN_NICKNAME = inst_mem
export VERILOG_FILES = /design/flow/design.v
export SDC_FILE = /design/flow/constraint.sdc
export NUM_CORES = 4
export LEC_CHECK = 1
export CORE_AREA = 10 10 70 70
export DIE_AREA = 0 0 80 80
--- ./design.v ---
module inst_mem(
    output [31:0] inst,
    input  [7:0] PC
);
reg [31:0] I_Memory [0:31];
wire [5:0] mem_offset;
assign mem_offset = PC[7:2];
assign inst = I_Memory[mem_offset];
initial begin
  I_Memory[8] = 32'h00259593;   
  I_Memory[9] = 32'h00b505b3;   
  I_Memory[10] = 32'h00c0006f;  
  I_Memory[11] = 32'h00052023;  
  I_Memory[12] = 32'h00450513;  
  I_Memory[13] = 32'hfeb56ce3;  
  I_Memory[14] = 32'h00008067;  
end 
endmodule
==> out/qor.yml <==
regArea_sq_um: 0
fmax_ghz: 0.865
avgViaCountPerCell: 2.99
grt_first_pass_wirelength_microns: 1970
openroad.warnings: 44
report.final.slew_viol_count: 0
criticalPathCategory: "input pin to output port"
synth_area_sq_um: 333
grt_pass1_vias: 416
finalPower_w: 0.000328
global_route.usage.total_pct: 3.67
crit_arrival_ns: 0.96
synth_top_area_share_pct: 38.3
io_buffers: 29
core_area_sq_um: 3420
critPathRequiredTime_ns: 0.80
run_status: "complete, but fails checks"
num_antenna_cells: 0
worst_hold_slack_ns: 0.699
detailed_place_hpwl_microns: 917
final_layout_size_suffix_gt1_share_pct: 83.9
synth_cell_type_count: 11
synth.area.top_cells: "buf_4 38%, ha_1 23%, inv_1 10%, nand2_1 6.8%, mux2i_1 6.0%"
gp_congestion: 0.693
post_synthesis_cell_count: 50
synth-area-yosys_sq_um: 333
drt-total-wl_microns: 1340
final_clock_period_utilization_by_the_worst_path_pct: 116
end_kind: "output port"
final-hold-violation-count: 0
synthMostInstantiatedCell: "buf_4"
cellPowerDensity_nw_per_um2: 346
antenna_found_initial: 0
first_iter_violations: 4
syn-mean-instance-area_sq_um: 6.66
finalWorstPathRequiredPeriod_ns: 1.16
post-route-drc-count: 0
failed_checks: "negative setup slack"
die.size.x_microns: 80
report.final.setup_viol: 22
yosys-top-cells-count: "17 x buf_4, 9 x inv_1, 6 x ha_1, 6 x nand2_1, 4 x o21ai_0"
detail_route.first_pass.iterations: 4
timing.critical_path.fanout_max: 5
layout.clock_buffers: 0
die_height_microns: 80
synthToLayoutAreaGrowth_pct: 185
grt_start_max_net_pins: 7
synth-warning-count: 1
worst_slack_ns: -0.156
placement_rows: 21
max-vdd-ir-drop_v: 0.000168
drtAntennaViolNets: 0
critPathLaunchType: "input pin"
i_o_pin_count: 40
synth_seq_share_pct: 0
nFlopsAndLatches: 0
cts-hold-fix-buffers: 0
fp_util_pct: 9.74
synth_area_leader_cell: "buf_4"
gr-total-overflow: 0
timing.max_cap.violations: 0
power_leakage_nw: 0.477
grt_setup_unrepaired: "yes"
yosys-stat-cells: 50
holdCritPathClass: "input pin to output port"
route.vias.total: 415
design.die.area_sq_um: 6400
drt-wirelength-per-cell_microns: 9.64
-- stage by stage --
stage / worst slack (ns) / instances / TNS, ns / area (sq um) / util [%]
2_1_floorplan: 0.0286 / 54 / 0 / 348 / -
3_3_place_gp: -0.997 / 115 / -23.33 / 587 / 17.2
3_5_place_dp: -1.04 / 115 / -24.32 / 587 / 17.2
4_1_cts: -0.191 / 133 / -2.01 / 870 / 25.5
5_1_grt: -0.204 / 139 / -2.84 / 948 / 27.8
6_report: -0.156 / 139 / -2.05 / 948 / 27.8
-- worst paths after layout --
check	from	to	slack (ns)	cells past startpoint
min	PC[4]	inst[21]	0.70	3
max	PC[3]	inst[16]	-0.16	6
-- per-layer routing --
metal  track usage [%]  routed length (microns)
met5                 0                        0
met4                 0                        0
met3             0.227                       94
met2              6.42                      610
met1              5.09                      634
-- logic make-up (layout without fill, tap and decap cells) --
family	Yosys count	count (layout)	synth area share (%)
simple gates	8	8	9.77
other cells	2	6	2.26
mux	2	2	6.02
buf+inv	27	66	51.9
fa+ha+maj	6	6	22.6
compound gates	5	5	7.52
-- worst max-delay path, stage by stage --
cell     delay, ns
buf_8         0.10
buf_6         0.12
buf_12        0.12
ha_4          0.15
mux2i_4       0.14
buf_2         0.12
-- report_power, final --
group | internal, W | total [W] | leakage [nW] | switching [W]
combinational | 0.000208 | 0.000328 | 0.477 | 0.000121
clock | 0 | 0 | 0 | 0
sequential | 0 | 0 | 0 | 0
-- timing repair --
| item | in CTS | in global routing |
|---|---|---|
| endpoints found under the hold margin | 0 | 0 |
| setup buffers | 17 | 6 |
| pin swaps | 8 | 3 |
| cloned | 1 | 0 |
| endpoints found under the setup margin | 26 | 26 |
| gates resized | 156 | 10 |
-- layout by cell type (no fill, tap or decap), types with 2 or more instances in the layout --
| master | count |
|---|---|
| buf_12 | 2 |
| buf_2 | 16 |
| buf_4 | 11 |
| buf_6 | 23 |
| buf_8 | 2 |
| conb_1 | 6 |
| ha_4 | 6 |
| inv_1 | 2 |
| inv_2 | 4 |
| nand2_1 | 5 |
| o21ai_2 | 4 |
-- area by class of cell --
cell class,count,area (sq um)
fill,355,2470
timing repair buffer,56,513
multi-input combinational,27,319
tap,46,57.6
inverter,9,51.3
timing repair inverter,1,7.51
Power and IR drop assume default switching activity.
