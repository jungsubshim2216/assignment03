### flow/config.mk
export PLATFORM = sky130hd
export DESIGN_NAME = register_file
export DESIGN_NICKNAME = register_file
export VERILOG_FILES = /design/flow/design.v
export SDC_FILE = /design/flow/constraint.sdc
export NUM_CORES = 4
export LEC_CHECK = 1
export CORE_UTILIZATION = 50
### flow/constraint.sdc
current_design register_file

set clk_period 7.8
set clk_io_pct 0.2

create_clock -name clk0 -period $clk_period [get_ports {clk}]

set non_clock_inputs [all_inputs -no_clocks]
set_input_delay [expr $clk_period * $clk_io_pct] -clock clk0 $non_clock_inputs
set_output_delay [expr $clk_period * $clk_io_pct] -clock clk0 [all_outputs]
### flow/design.v
module register_file(
    output [31:0] RD1, RD2,
    input  [4:0] RR1, RR2, WR,
    input  [31:0] WD,
    input  RegWrite, clk, rst,
    input  pc_en
);
reg [31:0] Register_file [0:31];
assign RD1 = Register_file[RR1];
assign RD2 = Register_file[RR2];
always @ (posedge clk) begin
    if (pc_en) begin
        if (RegWrite && |WR) begin
            Register_file[WR] <= WD;
    end
    end
end
initial begin
        Register_file[0]  = 32'b0;  
        Register_file[1]  = 32'hf0;  
        Register_file[2]  = 32'h7fffffdc;  
        Register_file[3]  = 32'b0;  
        Register_file[4]  = 32'b0;  
        Register_file[5]  = 32'b0;  
        Register_file[6]  = 32'b0;  
        Register_file[7]  = 32'b0;  
        Register_file[8]  = 32'b0;  
        Register_file[9]  = 32'b0;  
        Register_file[10] = 32'h20;  
        Register_file[11] = 32'h8;  
        Register_file[12] = 32'b0;  
        Register_file[13] = 32'b0;  
        Register_file[14] = 32'b0;  
        Register_file[15] = 32'b0;  
        Register_file[16] = 32'b0;  
        Register_file[17] = 32'b0;  
        Register_file[18] = 32'b0;  
        Register_file[19] = 32'b0;  
        Register_file[20] = 32'b0;  
        Register_file[21] = 32'b0;  
        Register_file[22] = 32'b0;  
        Register_file[23] = 32'b0;  
        Register_file[24] = 32'b0;  
        Register_file[25] = 32'b0;  
        Register_file[26] = 32'b0;  
        Register_file[27] = 32'b0;  
        Register_file[28] = 32'b0;  
        Register_file[29] = 32'b0;  
        Register_file[30] = 32'b0;  
        Register_file[31] = 32'b0;  
end
endmodule
### flow/run.sh
#!/bin/bash
# OpenROAD 26Q1-2900-gdf79404cd8, Yosys 0.63+post, stock flow scripts
make -C /OpenROAD-flow-scripts/flow DESIGN_CONFIG=/design/flow/config.mk WORK_HOME=/design/flow/orfs finish
==> summary.txt <==
Implementation run completed; key figures follow.

Placement:
- The run gives the global placer's final weighted congestion as 0.866.
- The run puts the setup slack after placement at 1.52 ns.
- According to the dpl log, the detail-placed design has an HPWL of 82600 um.
- The run puts the total of buffers placed on input and output ports at 113.

Drt:
- The run puts the total number of vias at 31200.
- Per the post-route antenna check, the number of violating nets is 0.
- The run puts the number of optimization iterations in the first detailed-route pass at 7.
- The run gives the residual DRC count as 0.
- The run puts the detailed router's first-iteration violation count at 2188.
- The run gives the post-detailed-route via-to-cell ratio as 6.41.
- The run puts the detailed-route wire length at 149000 um.
- The script logs the mean routed wire length per placed instance as 30.5 um.

Synthesis:
- The run gives the synthesis area per yosys as 0.0488 mm2.
- Counting every instance in the synthesized netlist gives 3386.
- The run puts the number of standard cells reported by yosys at 3386.
- The run puts the mean area per synthesized cell at 14.4 um2.
- The run puts the async set-or-reset flop fraction in the synthesized netlist at 0%.
- The run gives the most used flip-flop cell after synthesis as sky130_fd_sc_hd__edfxtp_1.
- The run gives the post-synthesis sequential element count as 1024.
- The run gives the cell area after synthesis as 0.0488 mm2.
- The run gives the post-synth tally of flip-flops with integrated enable as 1024.
- The run puts the count of synthesis-stage warnings from yosys at 1.
- The run puts the proportion of synthesized chip area in sequential cells at 63.1%.
- The run gives the number of different library cells in the post-synthesis netlist as 26.

CTS:
- The root buffer cell chosen for the clock tree is sky130_fd_sc_hd__clkbuf_16.
- The run puts the total number of clock tree sinks at 1024.
- Buffers inserted to repair hold after CTS numbered 0.
- After clock tree synthesis, the repair step resized 0 gates.
- TritonCTS built the clock tree.
- TritonCTS created 109 clock buffers.
- The run gives the number of buffers inserted by post-CTS setup repair as 0.
- The H-tree generated during clock tree synthesis spans 3 levels.
- The run gives the clock-pin slew on the worst setup and hold paths as 0.06 ns.
- The clock passes through at most 3 buffers.

Final timing:
- The run puts the total setup violations reported at the end of the flow at 0.
- The routed design could run at a clock period as short as 6.26 ns.
- In the final timing run, aggregate negative setup slack is 0 ns.
- The run puts the worst-case headroom to the max-slew limit at 32.8%.
- The run gives the slew of the pin with the lowest slew margin as 1.00 ns.
- Setup repair after global routing left no endpoint under its margin.
- In the post-route analysis, the smallest setup slack over all paths is 1.54 ns.
- Max-slew check failures listed in the final report amount to 0.
- The run puts the period utilization at 80.3%.
- Static timing analysis puts the maximum clock frequency at 160 MHz.
- In the final report, the number of hold violations comes to 0.

Floorplanning:
- The run puts the floorplan die height at 314 um.
- The run puts the number of rows created at floorplan at 114.
- The run gives the number of primary I/O pins as 115.
- The run gives the chip footprint as 0.0988 mm2.
- The run puts the total core area at 0.0967 mm2.
- The run puts the horizontal die dimension at 314 um.
- The run gives the initial cell density of the core as 50.4%.

Setup path:
- The timing report shows the most common cell along the critical path to be sky130_fd_sc_hd__clkdlybuf4s50_1.
- The run gives the required time of the critical path as 6.24 ns.
- The run gives the data arrival time of the critical path as 4.70 ns.
- The setup path with the least slack is of type primary input to output port.
- The run puts the maximum fanout along the worst path at 36.
- The run puts the delay contributed by the slowest stage of the critical path at 0.64 ns.
- The run gives the kind of end point of the critical path as an output port.
- The worst setup path is launched from a primary input.
- Listed in order, past its start point the critical path passes clkdlybuf4s50_1, nor2b_4, buf_4, a21oi_1, a31oi_1, nand3_1, clkdlybuf4s50_1.
- The run gives the highest-delay cell along the critical path as sky130_fd_sc_hd__buf_4.

Finish:
- The run gives the number of filler cells placed in the layout as 7192.
- The registers reported with the highest flop counts are Register_file: 1024 flops.
- The run gives the proportion of layout cells with a drive suffix above 1 as 8.92%.
- Register_file holds more flip-flops than any other register.
- The library cells used most frequently in the layout, excluding fill and tap cells, are 1024 x sky130_fd_sc_hd__edfxtp_1, 1024 x sky130_fd_sc_hd__mux2i_1, 194 x sky130_fd_sc_hd__nand2_1.
- The register with the most flip-flops in the layout has 1024 of them.
- The run gives the area overhead of the layout relative to synthesis as 13.0%.

Power:
- The run puts the switching power total at 0.00280 W.
- The run gives the relative contribution of the clock network to total power as 41.2%.
- The run puts the maximum resistive drop on vdd at 0.176 mV.
- Sequential cells burn 49.8% of the power.
- The run gives the areal power density over the cells as 224 mW/mm2.
- The run puts the share of power burned in combinational logic at 9.0%.
- The run puts the static power due to leakage at 20.3 nW.
- Of the total power, the share spent switching nets is 22.8%.
- The internal portion of the total power is 0.00951 W.

Global routing:
- The run puts the number of global-route vias before repair at 32400.
- The run puts the largest net degree at the start of global routing at 97.
- The global route stage reports its total congestion overflow as 0.
- The run puts the global-route wire length before repair at 213000 um.
- The run puts the total track usage at 33.0%.
- The run gives the number of antenna violations at the first check in global routing as 1.

Job:
- The logs give a warning total of 27.
- In this run the maximum-capacitance check reported violations numbering 0.

Outcome:
- The run finished with clean final reports.

Worst hold path:
- The type recorded for the worst min-delay path is primary input to flop.
-- synthesized netlist by cell type (all sizes together) (3+ instances only) --
| library cell | number | area [um2] |
|---|---|---|
| nor2 | 34 | 128 |
| nand3 | 193 | 966 |
| nor3 | 64 | 320 |
| or3b | 3 | 26.3 |
| nand2 | 196 | 736 |
| mux2i | 1024 | 10200 |
| clkbuf | 81 | 319 |
| a22oi | 192 | 1440 |
| nand3b | 4 | 30.0 |
| buf | 171 | 1210 |
| nand2b | 4 | 25.0 |
| a21oi | 192 | 961 |
| nor2b | 4 | 25.0 |
| a31oi | 64 | 400 |
| edfxtp | 1024 | 30700 |
| a22o | 128 | 1120 |
-- cells by family after synthesis --
logic type,Yosys count,synth area share [%]
AOI/OAI and AO/OA,576,8.05
buffers and inverters,252,3.14
DFF,1024,63.1
muxes,1024,21.0
other,1,0.00769
and+or+nand+nor,509,4.72
-- through the flow --
step	total power [W]	cells	utilization (%)	cell area [um2]	hold WS (ns)
finish	0.0123	4875	57.0	55100	1.70
global placement	0.00733	4679	53.4	51600	2.39
CTS	0.0124	4874	57.0	55100	1.67
global route	0.0127	4874	57.0	55100	1.72
detailed placement	0.00734	4679	53.4	51600	2.39
floorplan	0.00686	3417	-	48900	1.66
-- power by group through the flow --
stage	Sequential (W)	Clock, W	Combinational (W)
6_report	0.00613	0.00508	0.00111
4_1_cts	0.00613	0.00513	0.00110
5_1_grt	0.00613	0.00535	0.00118
-- critical path: cells and delay by family --
| kind | cells | cell delay (ns) |
|---|---|---|
| simple gates | 2 | 0.81 |
| compound gates | 2 | 0.54 |
| buf+inv | 3 | 1.76 |
-- final timing paths --
| kind | from | end | slack, ns | depth (start not counted) |
|---|---|---|---|---|
| worst max-delay path | RR2[0] | RD2[10] | 1.54 | 7 |
| worst min-delay path | WD[4] | Register_file[22][4] | 1.70 | 2 |
-- metal layers --
metal	global-route usage, %	up-vias	wire length (um)
li1	-	13600	-
met1	42.1	15300	50800
met2	47.8	2001	68900
met3	22.6	301	23900
met4	8.41	6	4840
met5	1.60	-	163
-- cell type report --
type / count / area, um2 / share of cell area (%)
flip-flops and latches: 1024 / 30700 / 55.8
well taps: 1276 / 1600 / 2.90
repair buffers: 238 / 2370 / 4.30
clock inverters: 60 / 606 / 1.10
diodes: 1 / 2.50 / 0.00454
clock buffers: 135 / 2870 / 5.21
multi-input cells: 2141 / 16900 / 30.7
Power is estimated from default activity; no workload was simulated.
