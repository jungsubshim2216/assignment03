File: /design/flow/config.mk
export PLATFORM = sky130hd
export DESIGN_NAME = data_mem
export DESIGN_NICKNAME = data_mem
export VERILOG_FILES = /design/flow/design.v
export SDC_FILE = /design/flow/constraint.sdc
export NUM_CORES = 4
export LEC_CHECK = 1
export CORE_UTILIZATION = 50
File: /design/flow/constraint.sdc
current_design data_mem

set clk_period 5.7
set clk_io_pct 0.2

create_clock -name clk0 -period $clk_period [get_ports {clk}]

set non_clock_inputs [all_inputs -no_clocks]
set_input_delay [expr $clk_period * $clk_io_pct] -clock clk0 $non_clock_inputs
set_output_delay [expr $clk_period * $clk_io_pct] -clock clk0 [all_outputs]
File: /design/flow/design.v
module data_mem(
    output [31:0] ReadData,
    input  [31:0] ADDR, WriteData,
    input  clk, MemWrite,
    input  pc_en
);
reg [31:0] D_Memory [0:31];
wire [29:0] mem_offset;
assign mem_offset = ADDR[31:2];
assign ReadData = D_Memory[mem_offset];
always @ (posedge clk) begin
    if(pc_en) begin
        if (MemWrite) begin
            D_Memory[mem_offset] <= WriteData;
        end
    end
end
initial begin
  D_Memory[0] = 32'd6;
  D_Memory[1] = 32'd10;
  D_Memory[2] = 32'd2;
  D_Memory[3] = 32'd23;
  D_Memory[4] = 32'd34;
  D_Memory[5] = 32'd4;
  D_Memory[6] = 32'd9;
  D_Memory[7] = 32'd74;
  D_Memory[8] = 32'd9;
  D_Memory[9] = 32'd38;
  D_Memory[10] = 32'd19;
  D_Memory[11] = 32'd3;
  D_Memory[12] = 32'd5;
  D_Memory[13] = 32'd62;
  D_Memory[14] = 32'd11;
  D_Memory[15] = 32'd1;
end
endmodule
File: /design/flow/run.sh
#!/bin/bash
# OpenROAD 26Q1-2900-gdf79404cd8, Yosys 0.63+post, stock flow scripts
make -C /OpenROAD-flow-scripts/flow DESIGN_CONFIG=/design/flow/config.mk WORK_HOME=/design/flow/orfs finish
==> impl_metrics.tcl <==
# place-and-route summary
set metrics [dict create \
    fp_util 0.505 \
    setup_viol 0 \
    drt_pass1_iterations 5 \
    synthArstFlopShare 0 \
    lay_top_count "edfxtp_1" \
    comb_area_um2 7970 \
    largest_register "D_Memory" \
    syn2layout_area_growth_pct 15.3 \
    place_hpwl_um 53900 \
    timing.final.crit_share 0.961 \
    drc_errors 0 \
    register_area_um2 30700 \
    cts.sinks 1024 \
    via_per_inst 5.84 \
    p_sw_mw 3.06 \
    critPathArrivalTime_ns 4.34 \
    tns_ns 0 \
    die_y_um 282 \
    n_antenna_cell 0 \
    rsz0062_at_grt "no" \
    fillers 5517 \
    dr.first_iter.drc_count 1041 \
    drive_gt1_frac 0.134 \
    pre_cts_slack_ns 0.279 \
    largest_reg_flops 1024 \
    wl_um 93700 \
    dieArea_um2 79400 \
    antenna_left 0 \
    post_cts_buffers 0 \
    path_buffers 3 \
    period_minus_slack_ns 5.48 \
    yosys.cell_types.count 24 \
    slew_viol_final 0 \
    finalWorstSetupSlack_ns 0.224 \
    cts_tree "built" \
    cp.required_ns 4.56 \
    crit_path_frequent_cell "clkdlybuf4s50_1" \
    vias 19800 \
    die_w_um 282 \
    io_pins 99 \
    cp_cell_sequence "clkdlybuf4s50_1, or4b_2, buf_4, o22ai_1, nor4_1, nand2_1, clkdlybuf4s50_1" \
    crit_type "input pin to output port" \
    warning_count 53 \
    reg_top3 "D_Memory: 1024 flops" \
    area_leaders "edfxtp_1, mux2i_1, o22ai_1" \
    power.density_nw_per_um2 338 \
    yosys_cells 2077 \
    cp-start-kind "input pin" \
    outcome "complete, no violations" \
    root_buffer "clkbuf_16" \
    gp_congestion 0.846 \
    cts_max_level 3 \
    core_area_um2 77500 \
    netlist_area_um2 39100 \
    grt_first_pass_wirelength_um 136000 \
    critPathSlowestCell "clkdlybuf4s50_1" \
    path_delay_family "buffers and inverters" \
    slowest_delay_ns 0.82 \
    wire_per_inst_um 27.7 \
    grt_pass1_vias 20600 \
    pwr-share-seq 0.548 \
    std_cell_rows 102 \
    synth_top_area_share 0.786 \
    numSynthFlops 1024 \
    cp_max_fo 32 \
    yosysChipArea_um2 39100 \
    synth.avg_cell_area_um2 18.8 \
    worstHoldPathType "input pin to register" \
    postCtsHoldBufs 0 \
    slew_headroom 0.317 \
    top_area_cell "edfxtp_1" \
    drv_cap 0 \
    dp_cells 3203 \
    worst_pin_slew_ns 1.02 \
    overflow 0 \
    max_freq_mhz 183 \
    cts_buffer_depth 3 \
    p_comb_frac 0.048 \
    ir_worst_vdd_mv 0.239 \
    yosys_warnings 1 \
    grt_use_total 0.272 \
    synth_seq_share 0.786 \
    numCtsBuffers 101 \
    final_cell_mix "edfxtp_1, mux2i_1, o22ai_1" \
    grt_max_degree 52 \
    synthCells 2077 \
    pwr-share-clk 0.404 \
    portBuffers 71 \
    cell_internal_pwr_mw 12.2 \
    sw_frac_of_total 0.201 \
    ys.flop_type "edfxtp_1" \
    path_clk_slew_ns 0.06 \
    end_kind "output port" \
    edf_count 1024 \
    hold_viol 0 \
    power.static_leakage_nw 15.5 \
    antenna_found_initial 3 \
    cts_resized 0 \
    fin_cells 3384 \
    power.total_mw 15.2 \
]
per-stage QoR:
stage	hold slack, ns	instance area (um2)	utilization
after floorplan	1.24	39100	-
after global placement	1.96	42000	0.543
after detailed placement	1.98	42000	0.543
after CTS	1.28	45100	0.582
after global routing	1.31	45100	0.582
final	1.31	45100	0.582
logic make-up (layout without fill, tap and decap cells):
group | after synthesis | count (layout) | share of synthesized area
buf+inv | 126 | 393 | 0.0184
flops | 1024 | 1024 | 0.786
simple gates | 159 | 159 | 0.0230
mux | 512 | 512 | 0.131
compound gates | 256 | 256 | 0.0414
per-layer routing:
| metal | vias up | GRT usage | share of wire |
|---|---|---|---|
| li1 | 8876 | - | - |
| met1 | 9635 | 0.370 | 0.35 |
| met2 | 1134 | 0.392 | 0.47 |
| met3 | 126 | 0.193 | 0.16 |
| met4 | 8 | 0.0484 | 0.022 |
| met5 | - | 0.00977 | 0.0015 |
cell type report:
cell class / count / share of cell area
Clock inverter: 43 / 0.00752
Tap cell: 1040 / 0.0289
Multi-Input combinational cell: 927 / 0.177
Clock buffer: 138 / 0.0601
Timing Repair Buffer: 212 / 0.0446
Sequential cell: 1024 / 0.682
synth_stat cells (2+ instances only):
library cell / number
buf_2: 90
buf_4: 2
buf_6: 15
clkbuf_1: 16
clkbuf_2: 2
edfxtp_1: 1024
mux2i_1: 512
nand2_1: 36
nand3b_1: 2
nand4_1: 2
nand4b_1: 5
nand4bb_1: 6
nor2_1: 30
nor3_1: 4
nor4_1: 64
o22ai_1: 253
o22ai_2: 3
or3_1: 2
or3b_2: 2
or4b_1: 2
or4b_4: 2
power by group through the flow:
stage,sequential (mW),clock (mW),combinational (mW)
finish,8.35,6.15,0.726
global route,8.35,6.56,0.784
CTS,8.35,6.26,0.734
final timing paths:
path	end	slack, ns	startpoint	cells past startpoint
max	ReadData[5]	0.22	ADDR[2]	7
min	D_Memory[29][1]	1.31	WriteData[1]	2
Power figures rest on the tool's default switching activity, not on a simulated workload.
